## flow/run.sh

```bash
#!/bin/bash
# OpenROAD 26Q1-2900-gdf79404cd8, Yosys 0.63+post, stock flow scripts
make -C /OpenROAD-flow-scripts/flow DESIGN_CONFIG=/design/flow/config.mk WORK_HOME=/design/flow/orfs finish
```

## flow/config.mk

```make
export PLATFORM = sky130hd
export DESIGN_NAME = moving_ball
export DESIGN_NICKNAME = moving_ball
export VERILOG_FILES = /design/flow/design.v
export SDC_FILE = /design/flow/constraint.sdc
export NUM_CORES = 4
export LEC_CHECK = 1
export CORE_AREA = 10 10 70 70
export DIE_AREA = 0 0 80 80
```

## flow/constraint.sdc

```tcl
current_design moving_ball

set clk_period 1.0
set clk_io_pct 0.2

create_clock -name clk0 -period $clk_period [get_ports {clk}]

set non_clock_inputs [all_inputs -no_clocks]
set_input_delay [expr $clk_period * $clk_io_pct] -clock clk0 $non_clock_inputs
set_output_delay [expr $clk_period * $clk_io_pct] -clock clk0 [all_outputs]
```

## flow/design.v

```verilog
`timescale 1ns / 1ps
module moving_ball(clk, reset, serve_button_player1, serve_button_player2, led);
    input clk;
    input reset;
    input serve_button_player1;
    input serve_button_player2;
    output reg [15:0] led;
    reg direction;
    always @(*)begin
        if(led[15] == 1 && serve_button_player1 == 1)begin
            direction = 1'b0;  
        end
        else if(led[0] == 1 && serve_button_player2 == 1)begin
            direction = 1'b1;  
        end
    end
    always @(posedge clk or posedge reset) begin
        if(reset) begin
            led <= 15'd1;  
            direction <= 1'b1;
        end
        else begin
            if(direction == 1'b0)begin  
                led = led >> 1;
            end
            if(direction == 1'b1)begin  
                led = led << 1;
            end
        end
    end
endmodule
```

==> ci_impl_report.md <==
## Implementation flow summary

| Metric | Value |
|---|---|
| Area growth syn-to-layout | 61.5% |
| Regs by FF count | led: 16 flops |
| Routability cong. | 0.673 |
| Global-route wire length before repair | 1300 µm |
| Drt wl/cell | 8.56 µm |
| Cells on worst reg2reg path | 2 |
| Max VDD drop | 0.932 mV |
| Htree depth | 1 |
| Failing checks | negative setup slack |
| Antenna viol nets, final | 0 |
| Final hold violations | 0 |
| Mapped Area | 409 µm² |
| Die Size | 6400 µm² |
| ANT cells | 0 |
| Slowest CP cell | dfstp_2 |
| GRT Residual Overflow | 0 |
| Final worst slack | -0.101 ns |
| P_leak | 0.325 nW |
| Top reg by flops | led |
| Post-synthesis area per instance | 22.7 µm² |
| Synth Instances | 18 |
| Total GRT Usage | 0.0265 |
| Fin crit share | 1.10 |
| I/O Buffers | 17 |
| Startpoint Class | register |
| Critical path class | reg2out |
| Initial detailed-routing violation count | 8 |
| DP HPWL | 647 µm |
| Initial antenna violation count | 0 |
| Die width | 80 µm |
| WHS | 0.0863 ns |
| Critical Path Fanout Max | 2 |
| MaxCap Viol Count | 0 |
| Hold Buf Count CTS | 0 |
| Post-synthesis sequential area ratio | 0.982 |
| Vias | 244 |
| #FFs+latches synth | 16 |
| Core Box Area | 3420 µm² |
| CTS root buf | clkbuf_4 |
| Insertion Delay late pin | 0.28 ns |
| I/O pin count | 20 |
| CP Depth | 1 |
| Largest register FFs | 16 |
| Vias in the first global route | 271 |
| Cell-by-cell trace of the critical path | buf_2 |
| Vias/cell | 2.60 |
| Reg clk slew, reported paths | 0.08 ns |
| Max Transition Viols Final | 0 |
| Critical path data arrival time | 0.90 ns |
| Max Clk Rate | 908 MHz |
| RSZ-0062 raised after global routing | true |
| Cts bufs inserted | 3 |
| Layout cells sized above 1 | 0.625 |
| Fin cells | 94 |
| Clk buf depth | 2 |
| Min Tclk post-route | 1.10 ns |
| Pwr dens | 1770 nW/µm² |
| CTS tree | built |
| HP Class | in2async |
| Tool warnings | 29 |
| CP required | 0.80 ns |
| CP delay by family, top | flip-flops |
| Worst Path Buf+Inv | 1 |
| Final setup viols | 1 |
| TritonRoute pass-1 iters | 2 |
| YS chip area | 409 µm² |
| Floorplan Utilization | 0.120 |
| Total Routed Length | 805 µm |
| Core Rows | 21 |
| # placed instances | 85 |
| Die Span Y | 80 µm |
| Clock Skew | 0.00172 ns |
| Drt drc | 0 |
| Setup TNS | -0.101 ns |
| Crit. End Element | output pin |
| Syn. warnings | 3 |
| Clk sinks | 16 |
| Largest net degree at the start of global routing | 12 |
| Synth cell types | 4 |
| CP peak stage delay | 0.53 ns |
| Status | complete, but fails checks |
| Ys cells | 18 |
[synth_stat cells (all sizes together)]
cell,count,area share
inv,1,0.0092
conb,1,0.0092
dfrtp,15,0.92
dfstp,1,0.064
[final cells by class]
type | instances | area (µm²)
clock buffer | 4 | 36.3
sequential | 16 | 402
tap | 46 | 57.6
timing repair buffer | 26 | 158
inverter | 1 | 3.75
fill | 376 | 2760
multi-input combinational | 1 | 3.75
[metal layers]
| metal | vias up | routed length (µm) | track usage |
|---|---|---|---|
| met3 | 0 | 305 | 0.0489 |
| met5 | - | 0 | 0 |
| li1 | 112 | - | - |
| met1 | 109 | 298 | 0.0263 |
| met2 | 23 | 202 | 0.0241 |
| met4 | 0 | 0 | 0.00352 |
[layout by cell type, fill, tap and decap left out]
| cell type | count |
|---|---|
| clkbuf_4 | 3 |
| dfrtp_1 | 15 |
| buf_2 | 16 |
| inv_1 | 1 |
| clkbuf_8 | 1 |
| clkdlybuf4s50_1 | 1 |
| conb_1 | 1 |
| dfstp_2 | 1 |
| buf_4 | 9 |
[logic make-up (layout without fill, tap and decap cells)]
family	Yosys count	count (layout)	share of synthesized area
other	1	1	0.00917
flip-flops	16	16	0.982
buffers and inverters	1	31	0.00917
[metrics by stage]
| stage | power (mW) | setup slack [ns] | util | cell area, µm² |
|---|---|---|---|---|
| 2_1_floorplan | 0.708 | 0.314 | - | 409 |
| 3_3_place_gp | 0.798 | -0.172 | 0.195 | 667 |
| 3_5_place_dp | 0.799 | -0.172 | 0.195 | 667 |
| 4_1_cts | 1.19 | -0.118 | 0.193 | 661 |
| 5_1_grt | 1.26 | -0.166 | 0.193 | 661 |
| 6_report | 1.17 | -0.101 | 0.193 | 661 |
[timing repair]
item / 4_1_cts / 5_1_grt
cloned: 0 / 0
gates resized: 50 / 0
pin swaps: 0 / 0
setup buffers: 5 / 0
endpoints found under the hold margin: 0 / 0
setup endpoints to repair: 16 / 15
[power by group]
part	switching, mW	internal, mW
sequential	0.0139	0.681
clock	0.180	0.222
combinational	0.0244	0.0459
total	0.218	0.948
[path summary, 6_finish.rpt]
| check | start | to | slack [ns] |
|---|---|---|---|
| setup / recovery | led[0] | led[0] | -0.10 |
| hold / removal | reset | led[1] | 0.09 |
| setup reg to reg | led[11] | led[12] | 0.28 |
| hold reg to reg | led[4] | led[5] | 0.37 |
| max in group asynchronous | reset | led[14] | 0.57 |
| min in group clk0 | led[4] | led[5] | 0.37 |
No activity file was given, so power comes from the tool's default toggle rates.
